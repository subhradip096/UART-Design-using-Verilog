## /design/flow/run.sh

```bash
#!/bin/bash
# OpenROAD 26Q1-2900-gdf79404cd8, Yosys 0.63+post, stock flow scripts
make -C /OpenROAD-flow-scripts/flow DESIGN_CONFIG=/design/flow/config.mk WORK_HOME=/design/flow/orfs finish
```

## /design/flow/config.mk

```make
export PLATFORM = sky130hd
export DESIGN_NAME = uart_rv
export DESIGN_NICKNAME = uart_rv
export VERILOG_FILES = /design/flow/design.v
export SDC_FILE = /design/flow/constraint.sdc
export NUM_CORES = 4
export LEC_CHECK = 1
export CORE_AREA = 10 10 93 93
export DIE_AREA = 0 0 103 103
```

## /design/flow/constraint.sdc

```tcl
current_design uart_rv

set clk_period 2.1
set clk_io_pct 0.2

create_clock -name clk0 -period $clk_period [get_ports {clk}]

set non_clock_inputs [all_inputs -no_clocks]
set_input_delay [expr $clk_period * $clk_io_pct] -clock clk0 $non_clock_inputs
set_output_delay [expr $clk_period * $clk_io_pct] -clock clk0 [all_outputs]
```

## /design/flow/design.v

```verilog
`timescale 1ns / 1ps
module uart_rv
(
    input clk, rx_serial,
    output rx_bit,
    output [7:0] rx_data
    );
 parameter clks_pet_bit = 87;
 parameter ready = 3'b000 , rx_start = 3'b001 , rx_data_bit = 3'b010 , rx_stop = 3'b011 , rx_clean = 3'b100; 
 reg Rx_data_r = 1'b1;
 reg Rx_data = 1'b1;
 reg [7:0] clock_count =0;
 reg [2:0] state = 0;
 reg [2:0] bit_index = 0;
 reg [7:0] data = 0;
 reg ibit = 0;
 always@(posedge clk) begin
     Rx_data_r <= rx_serial;
     Rx_data <= Rx_data_r;
     case(state)
        ready: begin
            ibit <= 0;
            clock_count <= 0;
            bit_index <= 0;
            if(Rx_data == 1'b0)  
                state <= rx_start;
            else
                state <= ready;
        end
        rx_start: begin
            if(clock_count == (clks_pet_bit -1)/2) begin
                if(Rx_data == 0) begin
                    clock_count <= 0;
                    state <= rx_data_bit;
                end
                else
                    state <= ready;
            end
            else begin
                clock_count <= clock_count +1 ;
                state <= rx_start;
            end
        end
        rx_data_bit: begin
            if(clock_count < clks_pet_bit -1) begin
                clock_count <= clock_count +1 ;
                state <= rx_data_bit;
            end
            else begin
                clock_count <= 0;
                data[bit_index] = Rx_data;
                if(bit_index < 7) begin
                    bit_index <= bit_index + 1;
                    state <= rx_data_bit;
                end
                else begin
                    bit_index <= 0;
                    state <= rx_stop;
                end
            end
        end
        rx_stop: begin
            if(clock_count < clks_pet_bit -1) begin
                clock_count <= clock_count +1 ;
                state <= rx_stop;
            end
            else begin
                clock_count <= 0;
                ibit <= 1'b1;
                state <= rx_clean;
            end
        end
        rx_clean: begin
            ibit = 1'b0;
            state <= ready;
        end
        default: state <= ready;
     endcase
 end  
 assign rx_bit = ibit;
 assign rx_data = data;
endmodule
```

==> impl_metrics.ini <==
; implementation run metrics
[route]
routed-wl-met3_um = 126
uppermost_metal_layer_occupied_by_signal_nets = met3
firstDrtPassIters = 3
avgViaCountPerCell = 3.91
drc = 0
postRouteAntennaNets = 0
met1Wirelength_mm = 1.10
drt-initial-drc-count = 45
route.vias.total = 832
routed_wirelength_mm = 2.18
wl_met2_um = 948
num_antenna_cells = 0
wl_per_cell_um = 10.2

[yosys]
synth_compound_gate_area_share = 0.0606
fa_ha_area_frac = 0.0481
synth_cell_type_count = 34
synth.cellmix.simpleShare = 0.224
synthDominantAreaCellType = sky130_fd_sc_hd__edfxtp_1
chip_area_in_the_yosys_report_sq_um = 1300
post-synth-top-area-fraction = 0.462
netlist_instances = 118
synth.yosys.seq_area_share = 0.538
ys.flops = 25
share_of_flip_flops_with_an_asynchronous_set_or_reset_after_synthesis = 0
area_leaders = sky130_fd_sc_hd__edfxtp_1 46%, sky130_fd_sc_hd__dfxtp_1 7.7%, sky130_fd_sc_hd__nor2_1 5.5%, sky130_fd_sc_hd__ha_1 4.8%, sky130_fd_sc_hd__nand2_1 3.8%
mux_area_frac = 0.0423
ys_sh_xor = 0.0721
post-synth-top-count-cell = sky130_fd_sc_hd__edfxtp_1
yosys_warnings = 1
syn-cell-area_sq_um = 1300
syn_avg_cell_area_sq_um = 11.0
synth.comb.largest_family = simple AND/OR/NAND/NOR gates
yosysCellCount = 118
yosys-top-cells-count = 20 x sky130_fd_sc_hd__edfxtp_1, 19 x sky130_fd_sc_hd__nor2_1, 13 x sky130_fd_sc_hd__nand2_1, 8 x sky130_fd_sc_hd__nand3_1, 6 x sky130_fd_sc_hd__o21ai_0
flop_cell = sky130_fd_sc_hd__edfxtp_1
edf_count = 20

[timing]
final-hold-violation-count = 0
number_of_max_slew_violations_in_the_final_report = 0
finalSetupViolCount = 0
final.hold.worst_slack_ns = 0.334
timing.max_slew.rel_slack = 0.548
grt_setup_unrepaired = false
max_freq_mhz = 518
min_period_ns = 1.93
finClkSkew_ns = 0.00257
timing.setup.tns_ns = 0
worst-slew-pin-transition_ns = 0.675
final_min_period_over_clock_period = 0.919

[critical_path]
reg2regPathDepth = 5
timing.critical_path.from_type = flip-flop
cp.required_ns = 2.01
critPathCaptureType = flip-flop
crit_arrival_ns = 1.84
worstPathMaxFanout = 8
criticalPathCategory = reg2reg
minimum_setup_slack_among_reg_to_reg_paths_ns = 0.17
capture_point_of_the_worst_reg_to_reg_path = clock_count[0]$_DFFE_PP_
critical_path.reg2reg.startpoint = clock_count[0]$_DFFE_PP_

[finish]
layout.core_utilization = 0.231
layout.area.comb_sq_um = 582
layout_cells_sized_above_1 = 0.128
syn_to_final_growth_pct = 19.7
final.fill_count = 720
seq_cell_area_sq_um = 701

[flow_run]
stage_log_warnings = 28
maxCapViolCount = 0

[floorplan]
floorplan.die_area_sq_um = 10600
fp.coreArea_sq_um = 6760
floorplan.core_util = 0.193
fp-row-count = 30
ios = 11
die_height_um = 103
chipWidth_um = 103

[pwr]
power_density_nw_per_um2 = 1110
net_sw_power_w = 0.000598
switching_share = 0.345
vdd_drop_max_v = 0.000649
p_total_w = 0.00174
pleak_nw = 0.562
power.share.combinational = 0.338
power_frac_seq = 0.500
clock_share_of_power = 0.162
internal-power_w = 0.00114

[grt]
global_route_wire_length_before_repair_mm = 3.82
overflow = 0
maximum_number_of_pins_on_one_net_before_global_route_repair = 14
globalRouteTotalUtil = 0.0439
grt_antenna_before_repair = 0
vias_in_the_first_global_route = 820

[run_status]
run_status = complete, no violations

[place]
place_congestion = 0.826
place.port_buffers = 10
place_hpwl_mm = 1.62

[clock_tree]
cts.repair_timing.setup_buffer_count = 0
tritoncts = built
h-tree-depth = 1
cts_repair_resized_insts = 0
worst_skew_late_latency_ns = 0.26
quantity_of_hold_fixing_buffers_added_after_cts = 0
cts_num_sinks = 25
cts-buffers-inserted = 3
cts_root_buffer = sky130_fd_sc_hd__clkbuf_8
max-clock-path-buffers = 2
clock_transition_at_the_register_clock_pins_on_the_worst_setup_and_hold_paths_after_cts_ns = 0.08

[min_path]
worst_hold_path.num_cells = 0
holdCritStartpoint = Rx_data_r$_DFF_P_
worstHoldPathType = reg2reg
whs_endpoint = Rx_data$_DFF_P_
kinds of logic (layout without fill, tap and decap cells):
group | Yosys count | count (layout)
xor+xnor | 9 | 9
buf+inv | 4 | 19
flops | 25 | 25
compound gates | 12 | 12
fa+ha+maj | 5 | 5
mux | 5 | 5
simple gates | 58 | 58
power groups by stage:
stage,clock network (W),logic (W),registers (W)
4_1_cts,0.000292,0.000596,0.000866
5_1_grt,0.000308,0.000680,0.000892
6_report,0.000282,0.000586,0.000868
registers in the layout, indices dropped and copies added (netlist names):
register     count
clock_count      8
data             8
bit_index        3
state            3
Rx_data          1
Rx_data_r        1
ibit             1
per-stage QoR:
stage / worst slack, ns / area, sq um / std cells
5_1_grt: 0.0185 / 1560 / 213
4_1_cts: 0.166 / 1560 / 213
2_1_floorplan: 0.242 / 1300 / 118
6_report: 0.170 / 1560 / 213
3_3_place_gp: 0.208 / 1510 / 209
3_5_place_dp: 0.186 / 1510 / 209
how the worst max path moves through the flow:
stage / from / cells past startpoint / endpoint / slack (ns)
after global routing: clock_count[0]$_DFFE_PP_ / 5 / clock_count[3]$_DFFE_PP_ / 0.02
after CTS: clock_count[0]$_DFFE_PP_ / 5 / clock_count[0]$_DFFE_PP_ / 0.17
final: clock_count[0]$_DFFE_PP_ / 5 / clock_count[0]$_DFFE_PP_ / 0.17
per-layer routing:
metal,global-route usage,up-vias
met3,0.0156,0
met5,0,-
li1,-,447
met1,0.0622,375
met4,0.00107,0
met2,0.0673,10
final cells by class:
class                           count  share of cell area
Clock buffer                        4              0.0289
Inverter                            2             0.00482
Multi-Input combinational cell     89               0.373
Sequential cell                    25               0.450
Tap cell                           80              0.0643
Timing Repair Buffer               13              0.0787
critical path: stages, from the launching register on:
cell and delay, ns:
sky130_fd_sc_hd__edfxtp_1 0.43, sky130_fd_sc_hd__ha_1 0.24, sky130_fd_sc_hd__and4bb_1 0.21, sky130_fd_sc_hd__nand4_2 0.11, sky130_fd_sc_hd__nor3b_1 0.06, sky130_fd_sc_hd__nor2_1 0.52
layout by cell type (no fill, tap or decap), types with 2 or more instances in the layout:
cell type	synthesis	routed
sky130_fd_sc_hd__nor3_1	2	2
sky130_fd_sc_hd__nand3_1	8	8
sky130_fd_sc_hd__nand2b_1	2	2
sky130_fd_sc_hd__o21ai_0	6	6
sky130_fd_sc_hd__a21oi_1	2	2
sky130_fd_sc_hd__nor2_1	19	19
sky130_fd_sc_hd__and3_1	3	3
sky130_fd_sc_hd__xnor2_1	3	3
sky130_fd_sc_hd__nand2_1	13	13
sky130_fd_sc_hd__xor2_1	4	4
sky130_fd_sc_hd__clkdlybuf4s50_1	0	10
sky130_fd_sc_hd__dfxtp_1	5	5
sky130_fd_sc_hd__and2_1	2	2
sky130_fd_sc_hd__inv_1	2	2
sky130_fd_sc_hd__edfxtp_1	20	20
sky130_fd_sc_hd__buf_4	1	3
sky130_fd_sc_hd__clkbuf_8	0	3
sky130_fd_sc_hd__mux2_2	4	4
sky130_fd_sc_hd__ha_1	5	5
Power is estimated from default activity; no workload was simulated.
